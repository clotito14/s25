## flow/design.v

```verilog
`timescale 1ns / 1ps
module lab(input clk,
           input reset,
           input countup,
           output [6:0] SSG_D,
           output [2:0] SSG_EN);  
    parameter   IDLE = 2'b00;
    parameter   ST0  = 2'b01;
    parameter   ST1  = 2'b11;
    reg   [1:0]     c_state;
    reg   [1:0]     n_state;
    reg   [3:0]       count;
    reg   [6:0]     SSG_D;
    wire cnt_enable;
    always@(*)begin
        case(c_state)
            IDLE:   if (countup == 1'b1)
            n_state = ST0   ;
            else
            n_state = IDLE   ;
            ST0:    if (countup == 1'b0)
            n_state = ST1   ;
            else
            n_state          = ST0   ;
            ST1:    n_state  = IDLE  ;    
            default: n_state = IDLE ;
        endcase
    end
    always@(posedge clk or posedge reset)
        if (reset)
            c_state <= IDLE    ;
        else
            c_state <= n_state ;
    assign  cnt_enable = (c_state == ST1)? 1'b1  : 1'b0;
    always@(negedge clk or posedge reset)begin
        if (reset)
            count <= 4'b0000;
        else if (cnt_enable) begin
            if (count == 4'b1001)
                count <= 4'b0000;
            else
                count <= count + 1'b1;
        end
            end
            always@(*)begin                 
                case(count)
                    4'b0000: SSG_D = 7'b1000000;  
                    4'b0001: SSG_D = 7'b1111001;  
                    4'b0010: SSG_D = 7'b0100100;  
                    4'b0011: SSG_D = 7'b0110000;  
                    4'b0100: SSG_D = 7'b0011001;  
                    4'b0101: SSG_D = 7'b0010010;  
                    4'b0110: SSG_D = 7'b0000010;  
                    4'b0111: SSG_D = 7'b1111000;  
                    4'b1000: SSG_D = 7'b0000000;  
                    4'b1001: SSG_D = 7'b0010000;  
                    default: SSG_D = 7'b1111111;  
                endcase
            end
            assign        SSG_EN = 3'b111;    
            endmodule
```

## flow/run.sh

```bash
#!/bin/bash
# OpenROAD 26Q1-2900-gdf79404cd8, Yosys 0.63+post, stock flow scripts
make -C /OpenROAD-flow-scripts/flow DESIGN_CONFIG=/design/flow/config.mk WORK_HOME=/design/flow/orfs finish
```

## flow/config.mk

```make
export PLATFORM = sky130hd
export DESIGN_NAME = lab
export DESIGN_NICKNAME = lab
export VERILOG_FILES = /design/flow/design.v
export SDC_FILE = /design/flow/constraint.sdc
export NUM_CORES = 4
export LEC_CHECK = 1
export CORE_AREA = 10 10 72 72
export DIE_AREA = 0 0 82 82
```

## flow/constraint.sdc

```tcl
current_design lab

set clk_period 1.7
set clk_io_pct 0.2

create_clock -name clk0 -period $clk_period [get_ports {clk}]

set non_clock_inputs [all_inputs -no_clocks]
set_input_delay [expr $clk_period * $clk_io_pct] -clock clk0 $non_clock_inputs
set_output_delay [expr $clk_period * $clk_io_pct] -clock clk0 [all_outputs]
```

==> results.yml <==
# implementation run metrics
final_timing:
  whs_ns: 0.4944
  slew_violations: 0
  hold_viol: 0
  fin_tns_setup_ns: -6.085
  fin_ws_ns: -0.9679
  rsz0062_at_grt: "true"
  setup_viol: 8
  skew_ns: 0.02118
final_layout:
  post-route-util: 0.2805
  drive_above_1_share: 0.5905
  syn_to_final_growth_pct: 89.68
  nFillCells: 378
  layoutNonFillerInstCount: 153
route:
  num_vias: 578
  num_antenna_cells: 0
  wl_per_cell_um: 11.07
  dr.pass1.iters: 4
  drc: 0
  drt-initial-drc-count: 4
  viasPerCell: 3.778
  wirelength_um: 1694
  ant_nets: 0
synthesis:
  synth_top_area_share: 0.1835
  synth_area_per_cell_um2: 8.022
  ys_warn_count: 1
  yosysTopAreaCell: "dfrtn_1"
  ys_types: 26
  yosys-stat-area_um2: 545.5
  top_cells_by_area: "dfrtn_1 18%, ha_1 11%, dfrtp_1 9.2%, nand2b_1 6.9%, o21ai_1 6.4%"
  edf_count: 0
  synth_area_um2: 545.5
  ys.flops: 7
  ys.flop_type: "dfrtn_1"
  postSynthCellCount: 68
  synth_seq_share: 0.3234
  post-synth-top-count-cell: "nand2_1"
  common_cells: "9 x nand2_1, 7 x nor2_1, 7 x o21ai_1, 6 x nand2b_1, 5 x ha_1"
  ys_cells: 68
  async_flop_share: 1.000
clock_network:
  ctsHoldBuffers: 0
  clkTransAtPathRegs_ns: 0.04
  cts_tree: "yes"
  clockBufferDepth: 2
  cts_sinks: 7
  cts-root-buf: "clkbuf_8"
  cts.htree.levels: 1
  insertion_delay_ns: 0.25
  cts_made_buffers: 3
setup_path:
  critPathMaxStageDelay_ns: 0.42
  crit_type: "flip-flop to output port"
  crit_fanout: 3
  critPathCaptureType: "output port"
  crit_chain: "inv_2, ha_4, or2_1, a21oi_2, nor2_1, buf_2"
  start_kind: "flip-flop"
  slowest_stage: "dfrtn_1"
  crit_required_ns: 1.36
  crit_arrival_ns: 2.33
power_and_ir_drop:
  leakage_nw: 0.4722
  design_power_total_w: 0.001745
  ir_worst_vdd_mv: 0.4398
  p_per_area_nw_per_um2: 1686
die:
  core_area_um2: 3689
  die_w_um: 82
  die-height_um: 82
  initCoreUtil: 0.1479
  die_area_um2: 6724
  io_pins: 13
  rows: 22
global_route:
  grt_pass1_vias: 613
  grt_overflow: 0
  grt_pass1_wl_um: 2573
  grt_antenna_before_repair: 0
  grt_max_degree: 9
  grtUsageTotal: 0.04592
status:
  violations: "negative setup slack"
  status: "finished with violations"
placement:
  port_buffers: 9
  gp_routability_congestion: 0.8053
  placed_cells: 135
  hpwl_um: 991.2
min_path:
  hold_path_class: "flip-flop to flip-flop"
job:
  openroad.warnings: 32
  max_cap_viol_count: 0
placed cells by master (no fill, tap or decap), types with 2 or more instances in the layout:
master and count:
a21oi_2 2, buf_2 7, buf_4 21, buf_6 5, clkbuf_8 3, clkdlybuf4s50_1 2, conb_1 3, dfrtn_1 4
dfrtp_1 2, ha_4 5, inv_1 2, inv_2 3, nand2_1 7, nand2_2 2, nand2b_1 2, nand2b_4 3
nor2_1 5, nor2_4 2, o21ai_0 2, o21ai_1 6, o21ai_2 2
where the power goes:
part	internal, W	leakage, nW	total (W)	switching [W]
combinational	0.000729	0.360	0.00125	0.000520
clock	0.000163	0.0228	0.000239	0.0000765
sequential	0.000214	0.0899	0.000257	0.0000432
metal layers:
layer | vias up | track usage | part of all wire
met3 | 7 | 0.004405 | 0.016
met2 | 11 | 0.08386 | 0.48
met1 | 271 | 0.05464 | 0.46
met4 | 0 | 0.01531 | 0.043
met5 | - | 0 | 0
li1 | 289 | - | -
kinds of logic after synthesis:
kind of cell	share of synthesized area
flip-flops	0.3234
AND/OR/NAND/NOR	0.2409
AND-OR/OR-AND	0.1950
buffers and inverters	0.1192
other	0.006874
adder cells (fa/ha/maj)	0.1147
flip-flops by register name, summed over array words and instances, names as in the netlist:
name	count
count	4
c_state	3
final timing paths:
| check | startpoint | endpoint | slack [ns] | cells after the start |
|---|---|---|---|---|
| worst min register to register | c_state[1]$_DFF_PP0_ | c_state[1]$_DFF_PP0_ | 0.49 | 2 |
| worst max-delay path | count[1]$_DFFE_NP0P_ | SSG_D[0] | -0.97 | 6 |
| min in group asynchronous | reset | c_state[2]$_DFF_PP0_ | 0.53 | 3 |
| worst min-delay path | c_state[1]$_DFF_PP0_ | c_state[1]$_DFF_PP0_ | 0.49 | 2 |
| worst max register to register | c_state[2]$_DFF_PP0_ | count[3]$_DFFE_NP0P_ | 0 | 3 |
| max in group asynchronous | reset | count[0]$_DFFE_NP0P_ | 0.45 | 2 |
critical path: cells and delay by family (launching register included):
kind	cells	cell delay, ns
DFF	1	0.42
and+or+nand+nor	2	0.29
buffers and inverters	2	0.19
AOI/OAI and AO/OA	1	0.17
adders and majority gates	1	0.16
timing repair:
action	in CTS	in global routing
resized	32	20
pin swaps	17	12
buffers inserted	11	6
endpoints found under the setup margin	8	8
area by class of cell:
cell class / instances / area, µm² / area share
clock buffer: 4 / 45.04 / 0.04353
inverter: 5 / 18.77 / 0.01814
multi-input combinational: 52 / 430.4 / 0.4160
sequential: 7 / 176.4 / 0.1705
tap: 48 / 60.06 / 0.05804
timing repair buffer: 37 / 304.0 / 0.2938
through the flow:
step	area (µm²)	setup WS, ns
finish	1035	-0.9679
global route	1035	-1.020
CTS	935.9	-0.9456
detailed placement	774.5	-0.9760
global placement	774.5	-0.9780
floorplan	571.8	-0.6361
Power and IR drop assume default switching activity.
