### flow/design.v
`timescale 1ns / 1ps
module pmic_digital_module(
    input clk_i,
    input reset_i,
    input low_battery_i,
    input low_power_mode_i,
    input on_off_i,
    output reg_3v3_enable_o,
    output reg_2v5_enable_o,
    output reg_1v2_enable_o,
    output ready_o
    );
    parameter s_initial = 4'b0000;
    parameter       s_1 = 4'b0001;
    parameter       s_2 = 4'b0010;
    parameter       s_3 = 4'b0011;
    parameter       s_4 = 4'b0100;
    parameter       s_5 = 4'b0101;
    parameter       s_6 = 4'b0110;
    parameter       s_7 = 4'b0111;
    parameter       s_8 = 4'b1000; 
    parameter       s_9 = 4'b1001;
    parameter       t1 = 5;
    parameter       t2 = 6;
    parameter       t3 = 5;
    parameter       t4 = 3;
    parameter       t5 = 3;
    reg [3:0] current_state;
    reg [3:0] next_state;
    reg [31:0] cycle_count;
    reg [31:0] master_cycle_count;
    reg load_timer;
    initial begin
        current_state <= 0;
        cycle_count <= 0;
        load_timer <= 0;
    end
    always @(posedge clk_i) begin
        if (reset_i) begin
            current_state <= s_initial;
            master_cycle_count <= 0;
        end else begin
            current_state <= next_state;
            if (load_timer) begin
                master_cycle_count <= cycle_count;
            end else if (master_cycle_count != 0) begin
                master_cycle_count = master_cycle_count - 1;
            end
        end
    end
    always @(*) begin
        next_state = current_state;
        load_timer = 0;
        cycle_count = 0;
        case (current_state)
            s_initial: if (on_off_i && !low_battery_i) begin
                            next_state = s_1;
                            load_timer = 1;
                            cycle_count = t1;
                       end
                       else next_state = s_initial;
                  s_1: if (master_cycle_count == 0) begin
                            next_state = s_2;
                            load_timer = 1;
                            cycle_count = t2;
                       end else if (low_battery_i) begin 
                            next_state = s_4;
                            load_timer = 1;
                            cycle_count = t3;
                       end
                  s_2: if (master_cycle_count == 0) begin
                            next_state = s_3;
                       end else if (low_battery_i) begin 
                            next_state = s_4;
                            load_timer = 1;
                            cycle_count = t3;
                       end
                  s_3: if (!on_off_i || low_battery_i) begin
                            next_state = s_4;
                            load_timer = 1;
                            cycle_count = (t3-1);
                       end else if (low_power_mode_i) begin
                            next_state = s_8;
                            load_timer = 1;
                            cycle_count = t5;
                       end
                  s_4: if (master_cycle_count == 0) begin
                            next_state = s_5;
                            load_timer = 1;
                            cycle_count = t4;
                       end
                  s_5: if (master_cycle_count == 0) begin
                            next_state = s_6;
                            load_timer = 1;
                            cycle_count = t5;
                       end
                  s_6: if (master_cycle_count == 0) begin
                            next_state = s_7;
                       end
                  s_7: next_state = s_initial;
                  s_8: if (master_cycle_count == 0) begin
                            next_state = s_9;
                       end
                  s_9: if (!on_off_i || low_battery_i) begin
                            next_state = s_initial;
                       end else next_state = s_9;
              default: next_state = s_initial;
        endcase
    end
    assign reg_3v3_enable_o = (current_state == s_1) ||
                              (current_state == s_2) ||
                              (current_state == s_3) ||
                              (current_state == s_4) || 
                              (current_state == s_5) || 
                              (current_state == s_6) ||
                              (current_state == s_8);
    assign reg_2v5_enable_o = (current_state == s_2) ||
                              (current_state == s_3) ||
                              (current_state == s_4) ||
                              (current_state == s_5);
    assign reg_1v2_enable_o = (current_state == s_3) ||
                              (current_state == s_4) ||
                              (current_state == s_8) ||
                              (current_state == s_9);
    assign ready_o = (current_state == s_3) || (current_state == s_9);
endmodule
### flow/run.sh
#!/bin/bash
# OpenROAD 26Q1-2900-gdf79404cd8, Yosys 0.63+post, stock flow scripts
make -C /OpenROAD-flow-scripts/flow DESIGN_CONFIG=/design/flow/config.mk WORK_HOME=/design/flow/orfs finish
### flow/config.mk
export PLATFORM = sky130hd
export DESIGN_NAME = pmic_digital_module
export DESIGN_NICKNAME = pmic_digital_module
export VERILOG_FILES = /design/flow/design.v
export SDC_FILE = /design/flow/constraint.sdc
export NUM_CORES = 4
export LEC_CHECK = 1
export CORE_UTILIZATION = 30
### flow/constraint.sdc
current_design pmic_digital_module

set clk_period 12.4
set clk_io_pct 0.2

create_clock -name clk0 -period $clk_period [get_ports {clk_i}]

set non_clock_inputs [all_inputs -no_clocks]
set_input_delay [expr $clk_period * $clk_io_pct] -clock clk0 $non_clock_inputs
set_output_delay [expr $clk_period * $clk_io_pct] -clock clk0 [all_outputs]
==> CHANGELOG.md <==
## Flow update

- Status: finished, final reports clean
- Post-route insts no fill: around 370
- Power Density: 255 mW/mm^2
- R2r startpoint: master_cycle_count[0]
- Ys flops: 36
- Site Rows: 32
- Most frequent cell after synthesis: dfxtp_1
- Dominant flop cell: dfxtp_1
- Fin Clk Skew: approximately 3.6 ps
- GRT Residual Overflow: 0
- Worst VDD drop: between 0.00008 and 0.00009 V
- Area delta synth->final: 8.38%
- Hold wc startpoint: master_cycle_count[13]
- All-layer global routing usage: between 10% and 20%
- Final period util: a little over a third
- CTS tree: yes
- Inst Count DP: 362
- Shortest period the worst path allows: 4510 ps
- Final Hold Vio Count: 0
- Die Footprint: between 0.008 and 0.009 mm^2
- CTS resizes: 0
- Share of cells above drive strength 1: approximately 20%
- Unrepaired setup endpoints after global routing: no
- Setup violations, final: 0
- Residual DRC: 0
- Vias per cell: 5.47
- Clock edge transition at the registers on the reported setup and hold paths: approximately 70 ps
- Hold path depth: 2
- Critical path class: reg -> out
- Fill cells: approximately 800
- IO Pins: 9
- Switching part of the total: just under 50%
- Setup_tns: 0 ps
- Yosys chip area: around 0.0024 mm^2
- Root Buffer: clkbuf_8
- Critical Path Fanout Max: 19
- First-pass GRT wire length: between 9000 and 10000 um
- Total clock sinks: 36
- Comb power frac: between 50% and 60%
- Cell Int Power: roughly 350 uW
- Diodes inserted: 0
- Vias: ~2000
- Max Cap Viol: 0
- Mapped Area: ~0.0024 mm^2
- Sequential-to-total area share from yosys stat: 29.4%
- Min-Delay Path Class: reg -> reg
- Synth top cells by count: dfxtp_1, nor3_2, nor2_1, o31ai_1, or3_1
- Flop2flop setup slack: between 9000 and 10000 ps
- Worst Reg-to-Reg Cells: 8
- Psw: 328 uW
- Worst EP arrival: roughly 2000 ps
- Vias in the first global route: about 1900
- GPL Wtd Cong: 0.847
- Cts bufs inserted: 5
- CTS H-tree depth: 2
- Hold endpoint: master_cycle_count[13]
- # Cells Yosys: between 200 and 300
- Worst-Margin Slew: between 700 and 800 ps
- R2r endpoint: master_cycle_count[14]
- Yosys warns: 1
- Post-Syn Instances: roughly 270
- Cell Type Count: roughly 58
- F_max: 0.222 GHz
- Hold buffer count at CTS: 0
- Detailed placement HPWL: about 3200 um
- Detailed Route Iter0 Violations: ~91
- CP Launch Type: flip-flop
- Synthesized area per cell: roughly 9 um^2
- Flop pwr share: 25.6%
- Pre-Place Util: a little under a third
- Largest net degree at the start of global routing: 32
- Clock share of power: around 15%
- Post-synth ARST share: 0%
- Overall die height: ~92 um
- Clock Tree Buf Depth: 2
- First drt pass iteration count: 4
- Crit end category: output pin
- EDFF count, synth: 0
- Relative slew slack: around 52%
- WL/cell: ~14 um
- Late-Pin Clk Latency: 290 ps
- Core Area: between 0.007 and 0.008 mm^2
- Area share, top type: between 20 and 30%
- Die x size: 92.4 um
- Cell taking the most area after synthesis: dfxtp_1
- Pleak: roughly 0.00086 uW
- Initial antenna violation count: 0
- Port Buffers: 8
- Routed Antenna Nets: 0
- Pins Over Slew Limit: 0
- Worst EP required: between 9000 and 10000 ps
- Tool warnings: 25
- Largest cells by area: dfxtp_1, nor3_2, a211oi_2
- Post CTS Setup Buffer Count: 0
- WL final: roughly 5200 um
critical path, stage by stage (launching register included):
cell,delay [ps]
dfxtp_1,750
nor2_1,210
a221oi_1,280
clkdlybuf4s50_1,500
final cells by class:
class	instances	area [um^2]	share of cell area [%]
clock buffers	6	72.6	2.73
inverters	3	11.3	0.424
multi-input cells	207	1560	58.9
repair buffers	14	125	4.71
flip-flops and latches	36	721	27.1
clock inverters	2	35.0	1.32
well taps	102	128	4.81
placed cells by master, fill, tap and decap left out, types with 6 or more instances in the layout:
cell,instances
nor3_2,21
a211oi_2,10
or4_1,8
nand4_1,6
nand2_1,8
clkdlybuf4s50_1,8
a21oi_1,8
nor2_1,20
o31ai_1,13
dfxtp_1,36
buf_4,6
or3_1,13
nor3_1,12
xor2_1,9
xnor2_1,10
power by group through the flow:
stage | combinational (uW) | clock (uW) | sequential, uW
after CTS | 401 | 107 | 173
after global routing | 442 | 111 | 179
final | 401 | 103 | 174
cells by family after synthesis:
logic type                 share of synthesized area (%)
xor gates and xnor gates                            6.79
DFF                                                 29.4
buffers and inverters                               6.79
muxes                                              0.817
AOI/OAI and AO/OA                                   25.0
and+or+nand+nor                                     30.6
adders and majority gates                          0.511
registers in the layout (all words and copies together), names as in the netlist:
name                count
master_cycle_count     32
current_state           4
worst max-delay path by stage:
| stage | start | to | slack (ps) | cells past startpoint |
|---|---|---|---|---|
| finish | current_state[2] | reg_3v3_enable_o | 7890 | 3 |
| CTS | current_state[2] | reg_3v3_enable_o | 7870 | 3 |
| global route | low_battery_i | master_cycle_count[0] | 7730 | 7 |
metrics by stage:
stage          instance area, um^2  util, %  hold slack [ps]  power (uW)  setup WS [ps]
2_1_floorplan                 2450        -              469         498           8660
3_3_place_gp                  2550     32.6              480         572           7660
3_5_place_dp                  2550     32.6              490         574           7640
4_1_cts                       2660     34.0              504         682           7870
5_1_grt                       2660     34.0              535         732           7730
6_report                      2660     34.0              502         678           7890
routing by layer:
layer  track usage, %  vias up  routed length, um
li1                 -     1038                  -
met1             20.5      951               2640
met2             19.9       33               2370
met3             2.76        2                212
met4             1.43        0                 23
met5                0        -                  0
Power and IR drop assume default switching activity.
