**flow/design.v**
```verilog
module button_event_fsm (
    input       clk_i,
    input       rst_i,
    input       button_i,
    output      button_o
);
    parameter INIT = 2'b00;
    parameter WAIT = 2'b01;
    parameter EVENT = 2'b11;
    reg [1:0] current_state;       
    reg [1:0] next_state;       
    initial begin
        current_state = INIT;
    end
    always @(posedge clk_i) begin
        if (rst_i) current_state <= INIT;
        else current_state <= next_state;
    end
    always @(*) begin
        case (current_state)
            INIT:  if (~button_i) next_state <= WAIT;
                   else next_state <= INIT;
            WAIT:  if (button_i) next_state <= EVENT;
                   else next_state <= WAIT;
            EVENT: next_state <= INIT;
            default: next_state <= INIT;
        endcase
    end
    assign button_o = (current_state == EVENT) ? 1'b1 : 1'b0;
endmodule
module passcode_fsm (
    input       clk_i,
    input       rst_i,
    input       top_event_i,
    input       right_event_i,
    input       left_event_i,
    input       down_event_i,
    output      passcode_detected_o,
    output      passcode_failed_o,
    output reg [6:0] SSG_D
);
    parameter INITIAL_STATE = 4'b0000;
    parameter STATE_1 = 4'b0001;
    parameter STATE_2 = 4'b0010;
    parameter STATE_3 = 4'b0011;
    parameter STATE_4 = 4'b0100;
    parameter FAIL_1 = 4'b1001;
    parameter FAIL_2 = 4'b1010;
    parameter FAIL_3 = 4'b1011;
    parameter FAIL_4 = 4'b1100;
    parameter ERROR_STATE = 4'b1111;
    reg [3:0] current_state;
    reg [3:0] next_state; 
    wire button_event = top_event_i | right_event_i | left_event_i | down_event_i;
    initial begin
        current_state = INITIAL_STATE;
    end
    always @(posedge clk_i) begin
        if (rst_i)
            current_state <= INITIAL_STATE;
        else current_state <= next_state; 
    end
    always @(*) begin
        case (current_state)
            INITIAL_STATE:  if (top_event_i) next_state <= STATE_1;
                            else if (!top_event_i && button_event) next_state <= FAIL_1;
                            else next_state <= INITIAL_STATE;
            STATE_1:        if (left_event_i) next_state <= STATE_2;
                            else if (!left_event_i && button_event) next_state <= FAIL_2;
                            else next_state <= STATE_1;
            STATE_2:        if (left_event_i) next_state <= STATE_3;
                            else if (!left_event_i && button_event) next_state <= FAIL_3;
                            else next_state <= STATE_2;
            STATE_3:        if (right_event_i) next_state <= STATE_4;
                            else if (!right_event_i && button_event) next_state <= FAIL_4;
                            else next_state <= STATE_3;
            STATE_4:        if (rst_i) next_state <= INITIAL_STATE;
                            else next_state <= STATE_4;
            FAIL_1:         if (button_event) next_state <= FAIL_2;
            FAIL_2:         if (button_event) next_state <= FAIL_3;
            FAIL_3:         if (button_event) next_state <= FAIL_4;
            FAIL_4:         if (rst_i) next_state <= INITIAL_STATE;
                            else next_state <= FAIL_4;
            default: next_state <= ERROR_STATE; 
        endcase
    end
    always @(*) begin
        case (current_state)
            STATE_4: SSG_D = 7'b001_0000;    
            FAIL_4: SSG_D = 7'b000_0110;     
            default: SSG_D = 7'b100_0000;    
        endcase
    end
    assign passcode_detected_o = (current_state == STATE_4) ? 1 : 0;
    assign passcode_failed_o = (current_state == FAIL_4) ? 1 : 0;
endmodule
module top_module (
    input       clk,
    input       reset,
    input       top_button,
    input       right_button,
    input       left_button,
    input       down_button,
    output wire [6:0] SSG_D,
    output wire passcode_detected_o,
    output wire passcode_failed_o
);
    button_event_fsm right_button_fsm (
        .clk_i(clk),
        .rst_i(reset),
        .button_i(right_button),
        .button_o(right_event)
    );
    button_event_fsm top_button_fsm (
        .clk_i(clk),
        .rst_i(reset),
        .button_i(top_button),
        .button_o(top_event)
    );
    button_event_fsm left_button_fsm (
        .clk_i(clk),
        .rst_i(reset),
        .button_i(left_button),
        .button_o(left_event)
    );
    button_event_fsm down_button_fsm (
        .clk_i(clk),
        .rst_i(reset),
        .button_i(down_button),
        .button_o(down_event)
    );
   passcode_fsm code_fsm (
        .clk_i(clk),
        .rst_i(reset),
        .top_event_i(top_event),
        .right_event_i(right_event),
        .left_event_i(left_event),
        .down_event_i(down_event),
        .passcode_detected_o(passcode_detected_o),
        .passcode_failed_o(passcode_failed_o),
        .SSG_D(SSG_D)
   ); 
endmodule
```
**flow/run.sh**
```bash
#!/bin/bash
# OpenROAD 26Q1-2900-gdf79404cd8, Yosys 0.63+post, stock flow scripts
make -C /OpenROAD-flow-scripts/flow DESIGN_CONFIG=/design/flow/config.mk WORK_HOME=/design/flow/orfs finish
```
**flow/config.mk**
```make
export PLATFORM = sky130hd
export DESIGN_NAME = top_module
export DESIGN_NICKNAME = top_module
export VERILOG_FILES = /design/flow/design.v
export SDC_FILE = /design/flow/constraint.sdc
export NUM_CORES = 4
export LEC_CHECK = 1
export CORE_AREA = 10 10 72 72
export DIE_AREA = 0 0 82 82
```
**flow/constraint.sdc**
```tcl
current_design top_module

set clk_period 1.7
set clk_io_pct 0.2

create_clock -name clk0 -period $clk_period [get_ports {clk}]

set non_clock_inputs [all_inputs -no_clocks]
set_input_delay [expr $clk_period * $clk_io_pct] -clock clk0 $non_clock_inputs
set_output_delay [expr $clk_period * $clk_io_pct] -clock clk0 [all_outputs]
```
==> run summary <==
flow finished, numbers: status finished, final reports clean, dpl cell area 866 sq um, Routed WL 1580 um, hold-fix buffers at CTS 0, ys flops 16, GP Congestion 0.731, Detail Placement HPWL 1110 um, core area 3690 sq um, Chip Area, Yosys 712 sq um, CP Cell Sequence nor2_4, nand2_2, nor2_2, clkdlybuf4s50_1, Peak supply drop 0.409 mV, crit path DAT 1290 ps, kind of critical path flop to primary output, most numerous logic cells after layout 10 x dfxtp_1, 7 x clkdlybuf4s50_1, 7 x buf_4, row cnt 22, FMAX 614 MHz, clk root buf clkbuf_8, FILL cells 407, final worst-path cycle share 95.8%, Worst EP required 1360 ps, Port Buffers 11, library cells used by synthesis 32, Avg WL per Cell 11.1 um, area grow syn2layout 33.6%, first-pass GRT wire length 2560 um, Rel. slew slack 65.8%, chip height 82 um, clk slew on worst S/H paths 50 ps, max cap viols 0, Iteration-0 DRC Markers 18, measured slew at the worst slew-check pin 512 ps, Ys Warns 6, skew final 0.0505 ps, setup violators final 0, CP top delay family buffers and inverters, CP Buf/Inv Count 1, Gate Area 353 sq um, CTS tree built, Final Max Slew Viols 0, CTS buffer count 3, Cells after Synth 79, Hold Crit Class flop to flop, Critical Path Max Stage Delay 460 ps, fin crit period 1630 ps, Leakage 0.368 nW, 1st-pass router iterations 4, clk latency late pin 230 ps, unrepaired setup endpoints after global routing no, I/O pin cnt 15, Residual DRC 0, register pins left without a clock 4, initial antenna violation count 0, final core occ 25.8%, Critical Path End Type primary output, GRT Util Overall 4.66%, Mean Syn Cell Area 9.01 sq um, layout cells sized above 1 24.5%, H-tree Lvls 1, pwr dens 696 nW/um^2, vias in the first global route 593, Mapped Area 712 sq um, Register Area 303 sq um, fp util 19.3%, yosys stat cell total 79, Max FO, Critical Path 3, Vias/cell 4.19, most used logic cell in the final layout dfxtp_1, endpoints left unconstrained 4, Hold WS 461 ps, Detail Route Antenna Nets 0, OpenROAD warnings 25, CP startpoint kind flop, Chip Width 82 um, maximum buffer depth of the clock tree 2, grt ovf 0, largest net degree at the start of global routing 14, Slowest cell on crit path clkdlybuf4s50_1, Via Count 595, Die ar. 6720 sq um, Antenna diodes 0, Hold Fails Final Rpt 0, Finished Cell Area 951 sq um, setup_tns 0 ps
==> through the flow <==
step,instances,power [mW],worst slack (ps)
after global placement,136,0.361,170
after detailed placement,136,0.362,129
after global routing,142,0.690,15.4
final,142,0.662,71.7
after CTS,142,0.667,29.4
after floorplan,81,0.344,431
==> repair_timing <==
action                                  4_1_cts  5_1_grt
gates resized                                 9        2
endpoints found under the setup margin        5        1
pin swaps                                     4        0
buffers inserted                              2        0
==> synth_stat cells (all sizes together) <==
library cell   n  area share, %
dlxtn          4            8.4
nor3b          1            1.8
xnor2          1            1.2
a2bb2oi        1            1.2
o31ai          1            1.8
inv            6            3.2
a22oi          2            3.5
o311ai         1            2.3
a31o           1            1.2
o21ai          1           0.70
a211oi         4            4.2
buf            9            8.6
and4           1            1.2
nand3          1           0.70
o31a           1            1.2
dfxtp         12             34
and2           2            1.8
conb           1           0.53
nor2b          4            3.5
nand2          5            2.6
nand4          1           0.88
a32o           1            1.4
nor2           5            3.0
nand2b         2            1.8
nand4b         2            2.5
nand3b         1            1.1
nor3           5            3.5
a31oi          2            1.8
a21oi          1           0.70
==> area by class of cell <==
| type | instances | area share, % |
|---|---|---|
| Clock buffer | 4 | 5.79 |
| Sequential cell | 16 | 31.8 |
| Tap cell | 48 | 6.32 |
| Multi-Input combinational cell | 50 | 37.1 |
| Inverter | 6 | 2.37 |
| Timing Repair Buffer | 18 | 16.6 |
==> registers in the layout, summed over array words and instances, names as in the netlist <==
register,flops
code_fsm.next_state,4
code_fsm.current_state,4
right_button_fsm.current_state,2
left_button_fsm.current_state,2
top_button_fsm.current_state,2
down_button_fsm.current_state,2
==> cell families (layout without fill, tap and decap cells) <==
kind of cell	count (synthesis)	count (layout)	synth area share, %
buffers and inverters	15	28	11.8
other	1	3	0.527
and+or+nand+nor	30	30	24.3
latches	4	4	8.44
xor gates and xnor gates	1	1	1.23
AOI/OAI and AO/OA	16	16	20.0
DFF	12	12	33.7
==> power breakdown <==
part | switching (mW) | leakage [nW] | total (mW) | internal (mW)
sequential | 0.0133 | 0.131 | 0.308 | 0.295
combinational | 0.0222 | 0.209 | 0.0500 | 0.0278
clock | 0.0996 | 0.0288 | 0.304 | 0.204
==> layer usage <==
metal	GRT usage (%)	vias up	part of all wire, %
li1	-	299	-
met1	6.55	279	51
met2	6.74	15	43
met3	1.76	2	4.4
met4	0.850	0	2.0
met5	0	-	0
==> worst paths after layout <==
path / start / to / slack [ps] / depth (start not counted)
worst max-delay path: code_fsm.current_state[1] / SSG_D[4] / 70 / 4
worst min register to register: down_button_fsm.current_state[1] / down_button_fsm.current_state[0] / 460 / 1
worst min-delay path: down_button_fsm.current_state[1] / down_button_fsm.current_state[0] / 460 / 1
worst max register to register: left_button_fsm.current_state[0] / left_button_fsm.current_state[0] / 950 / 2
Power is estimated from default activity; no workload was simulated.
